==> /design/flow/design.v <==
`timescale 1ns/10ps
`timescale 1ns / 1ps
`timescale 1ns / 1ps
module CSRfile(input wire clk,
               input wire rst,
               input wire CoreLock,
               input wire [1 : 0]IRQtype,               
               input wire IRQret,                
               input wire [63 : 0] retAddr,    
               input wire [63 : 0]pcW,        
               input wire [63 : 0] ClintReadAddr,
               input wire [63 : 0] ClintWriteAddr,
               output wire [63 : 0] ClintReadData,
               input wire [63 : 0] ClintWriteData,
               input wire ClintReadEnable,
               input wire ClintWriteEnable,
               input wire [11 : 0] WriteCSR,
               input wire [63 : 0] WriteData,
               input wire 		 WriteEnable,
               input wire [11 : 0] ReadCSR,
               output wire [63 : 0] ReadData,
               input wire 		 ReadEnable,
               output wire [63 : 0] irqAddr,   
               output reg itTime,
               output wire [63 : 0] mepc_o
               );
    reg [63 : 0] mvendorid;
    reg [63 : 0] marchid;
    reg [63 : 0] mimpid;
    reg [63 : 0] mhartid;
    reg [63 : 0] mstatus;
    reg [63 : 0] misa;
    reg [63 : 0] medeleg;
    reg [63 : 0] mideleg;
    reg [63 : 0] mie;
    reg [63 : 0] mip;
    reg [63 : 0] mtvec;
    reg [63 : 0] mcounteren;
    reg [63 : 0] mcause; 
    reg [63 : 0] mepc;
    reg [63 : 0] mscratch;
    reg [63 : 0] mcycle;
    reg [63 : 0] minstret;
    reg [63 : 0] sstatus;
    always @(posedge clk)
    begin
        if (rst == 1'b1)
        begin
            mcycle    <= 64'h00000000_00000000;
            minstret  <= 64'h00000000_00000000;
            mstatus   <= 64'h00000000_00000000;
            mie       <= 64'h00000000_00000000;
            mip       <= 64'h00000000_00000000;
            mtime     <= 64'h00000000_00000000;
            mtimecmp  <= 64'h00000000_00000000;
            mvendorid <= 64'h00000000_00000000;
            mtvec     <= 64'h00000000_00000000;
            mepc      <= 64'h00000000_00000000;
            mscratch  <= 64'h00000000_00000000;
            timediv   <= 3'b0;
        end
    end
    wire [63 : 0] ReadData_r = rst ? 64'h00000000_00000000 : 
                                 ReadCSR == 12'hb00 ? mcycle :
                                 ReadCSR == 12'h300 ? mstatus :
                                 ReadCSR == 12'h342 ? mcause :
                                 ReadCSR == 12'h305 ? mtvec :
                                 ReadCSR == 12'h341 ? mepc :
                                 ReadCSR == 12'hb02 ? minstret : 64'h00000000_00000000;
    assign ReadData = rst ? 64'h00000000_00000000 : ReadEnable ? ((ReadCSR == WriteCSR) ? WriteData : ReadData_r) : 64'h00000000_00000000;
    wire [63 : 0]mstatus_t = (WriteCSR == 12'h300 & WriteEnable) ? WriteData  : mstatus;
    wire [63 : 0]mstatus_r;
    assign mstatus_r[63] = rst ? 1'b0 : (mstatus_t[16:15] == 2'b11 | mstatus_t[14:13] == 2'b11) ? 1'b1 :1'b0;
    assign mstatus_r[62 : 13] = rst ? 50'b0 : mstatus_t[62 : 13];
    assign mstatus_r[12 : 11] = (IRQtype != 2'b0) ? 2'b11 : IRQret ? 2'b00 : mstatus_t[12 : 11];
    assign mstatus_r[10 : 9] = 2'b0;
    assign mstatus_r[7] = (IRQtype != 2'b0) ? mstatus_t[3] :IRQret ? 1'b1 : mstatus_t[7];
    assign mstatus_r[6 : 4] = 3'b0;
    assign mstatus_r[3] = (IRQret & mstatus_t[7]) ? mstatus_t[7] : (IRQtype != 2'b0) ? 1'b0 : mstatus_t[3];
    assign mstatus_r[2] = 1'b0;
    assign mstatus_r[1 : 0] = 2'b0;
    always @(posedge clk)  begin
        if (~CoreLock)
        mstatus <= mstatus_r;
    end
    wire [63 : 0]sstatus_t = (WriteCSR == 12'h100 & WriteEnable) ? WriteData  : sstatus;
    wire [63 : 0]sstatus_r;
    assign sstatus_r[63] = rst ? 1'b0 : (sstatus_t[16:15] == 2'b11 | mstatus_t[14:13] == 2'b11) ? 1'b1 :1'b0;
    assign sstatus_r[62 : 17] = 46'b0;
    assign sstatus_r[16 : 13] = rst ? 4'b0 : mstatus_t[16 : 13];
    assign sstatus_r[12 : 0] = 13'b0;
    always @(posedge clk)  begin
        if (~CoreLock)
        sstatus <= sstatus_r;
    end
   wire [63 : 0]mtvec_t = ((WriteCSR == 12'h305) & WriteEnable) ? WriteData : mtvec;
   wire [63 : 0]mtvec_r; 
    assign mtvec_r[63 : 2] = mtvec_t[63 : 2];
    assign mtvec_r[1 : 0] = 2'b0;
    always @(posedge clk)  begin
        if (~CoreLock)
        mtvec                    <= mtvec_r;
    end
    wire [63 : 0] mie_t = ((WriteCSR == 12'h304) & WriteEnable) ? WriteData : mie;
    wire [63 : 0] mie_r;
    assign mie_r = rst ? 64'h00000000_00000000 : mie_t;
    always @(posedge clk)  begin
        if (~CoreLock)
        mie                    <= mie_r;
    end
    wire [63 : 0] mip_t = ((WriteCSR == 12'h344) & WriteEnable) ? WriteData : mip;
    wire [63 : 0] mip_r;
    assign mip_r[63 : 8] = 56'b0;
    assign mip_r[7] = rst ? 1'b0 : 1'b0;
    assign mip_r[6 : 0] = 7'b0;
    always @(posedge clk)  begin
        if (~CoreLock)
        mip                    <= mip_r;
    end
    wire [63 : 0]mepc_t = ((WriteCSR == 12'h341) & WriteEnable) ? WriteData : mepc;
    wire [63 : 0]mepc_r; 
    assign mepc_r = (IRQtype != 2'b0) ? retAddr : mepc_t;
    always @(posedge clk)  begin
        if (~CoreLock)
        mepc                    <= mepc_r;
    end
    wire [63 : 0]mscratch_t = ((WriteCSR == 12'h340) & WriteEnable) ? WriteData :mscratch;
    wire [63 : 0]mscratch_r;
    assign mscratch_r = (rst == 1'b1) ? 64'h00000000_00000000 : mscratch_t;
    always @(posedge clk)  begin
        if (~CoreLock)
        mscratch                    <= mscratch_r;
    end
    wire [63 : 0]mcause_t = ((WriteCSR == 12'h342 ) & WriteEnable) ? WriteData : mcause;
    wire [63 : 0]mcause_r;
    assign mcause_r[63] = IRQtype[0] ? 1'b1 : IRQtype[1] ? 1'b0 : mcause_t[63];
    assign mcause_r[62 : 0] = IRQtype[0] ? 63'h7 : IRQtype[1] ? 63'hb : mcause_t[62 : 0];
    always @(posedge clk)  begin
        if (~CoreLock)
        mcause                   <= mcause_r;
    end
    always @(posedge clk) begin
        if ((WriteCSR == 12'hb00) & WriteEnable)  mcycle <= WriteData;
        else mcycle                     <= mcycle + 1;
    end
    always @(posedge clk) begin
        if ((WriteCSR == 12'hb02) & WriteEnable)  minstret <=WriteData;
        else if(pcW != 64'h00000000_00000000) minstret <= minstret + 1;
    end
    assign ClintReadData = rst ? 64'h00000000_00000000 :
    (ClintReadAddr == 64'h200bff8) ? mtime :
    (ClintReadAddr == 64'h2004000) ? mtimecmp : 64'h00000000_00000000;
    reg [63 : 0] mtime;
    reg [2 : 0] timediv;
    always @(posedge clk) begin
        if ((ClintWriteAddr == 64'h200bff8) & ClintWriteEnable)  begin
            mtime <=ClintWriteData;
            timediv <= 3'b0;
        end
        else if(timediv == 3'b111) begin
            mtime <= mtime + 1;
            timediv <= 3'b0;
        end
        else begin
            mtime <= mtime;
            timediv <= timediv + 1;
        end
    end 
    reg [63 : 0] mtimecmp;
    always @(posedge clk) begin
        if ((ClintWriteAddr == 64'h2004000)&ClintWriteEnable) mtimecmp <=ClintWriteData;
        else mtimecmp <= mtimecmp;
    end 
    wire [63 : 0]mtime_r = mtime;
    wire [63 : 0]mtimecmp_r = mtimecmp;
    wire itTime_r = rst ? 1'b0 : mstatus[3]&mie[7] ? mtime_r >= mtimecmp_r : 1'b0;
    always @(posedge clk) begin
        if (~CoreLock ) begin
            itTime <= itTime_r;
        end
    end
    assign irqAddr = mtvec;
    assign mepc_o = mepc;
endmodule
==> /design/flow/run.sh <==
#!/bin/bash
# OpenROAD 26Q1-2900-gdf79404cd8, Yosys 0.63+post, stock flow scripts
make -C /OpenROAD-flow-scripts/flow DESIGN_CONFIG=/design/flow/config.mk WORK_HOME=/design/flow/orfs finish
==> /design/flow/config.mk <==
export PLATFORM = sky130hd
export DESIGN_NAME = CSRfile
export DESIGN_NICKNAME = CSRfile
export VERILOG_FILES = /design/flow/design.v
export SDC_FILE = /design/flow/constraint.sdc
export NUM_CORES = 4
export LEC_CHECK = 1
export CORE_AREA = 10 10 264 264
export DIE_AREA = 0 0 274 274
==> /design/flow/constraint.sdc <==
current_design CSRfile

set clk_period 6.3
set clk_io_pct 0.2

create_clock -name clk0 -period $clk_period [get_ports {clk}]

set non_clock_inputs [all_inputs -no_clocks]
set_input_delay [expr $clk_period * $clk_io_pct] -clock clk0 $non_clock_inputs
set_output_delay [expr $clk_period * $clk_io_pct] -clock clk0 [all_outputs]
==> run notes <==
run results: status=finished, final reports clean, drc violations=0, smallest hold slack=1.582 ns, fin crit share=84.48%, Sw Share=24.86%, maximum VDD drop=120.2 uV, post-CTS resize count=0, DP HPWL=14,480 um, leading area contributor after synthesis=edfxtp_1, minimum clock period=5.322 ns, postcts setup bufs=0, Area Growth Syn to Fin=40.26%, Comb pwr share=12.0%, Routability Congestion=0.7833, Final Hold Viols=0, Largest cells by area=edfxtp_1, buf_4, mux2i_1, nand2_1, and2_1, chip area=0.07508 mm^2, sequential fraction of design power=45.8%, max incr delay on CP=0.55 ns, post-synth area from yosys stat=0.005296 mm^2, Internal=0.8434 mW, Clock power frac=42.2%, crit path kind=in2out, sequence of cells on the critical path=clkdlybuf4s50_1 > xor2_1 > nor4_1 > nand3_4 > buf_4 > mux2i_1 > clkdlybuf4s50_1, vias per cell=2.366, Bufs and invs on worst path=3, Clock Pin Slew Worst Setup and Hold Paths=0.06 ns, standard-cell rows=93, family with the most delay on the worst path=buffers and inverters, warnings from Yosys=956, die height=274 um, most frequent cells in the layout=conb_1, clkdlybuf4s50_1, nand2_1, total grt overflow=0, clock sinks=64, IO Pins=675, hold_buf cts=0, CTS tree=yes, Crit path depth=7, via count=3,746, most frequent logic cell in the layout=conb_1, max_cap viols=0, OpenROAD warning count=348, worst hold stages=2, P_sw=0.2791 mW, biggest regs=mcause (64), Worst Path Max Fanout=18, share of post-route cells with drive strength above 1=4.264%, placed cell count=1,566, core area=0.06412 mm^2, Synth Seq Share=36.29%, fill count=7,337, critical path endpoint category=output port, Max-Slew Margin vs Limit=58.55%, Final Max Slew Viols=0, router iterations before antenna repair=4, final wirelength=18,020 um, Most common cell on crit path=clkdlybuf4s50_1, Largest register FFs=64, Worst Path Required=5.04 ns, Power Density=151.1 mW/mm^2, fmax=187.9 MHz, first-pass GRT wire length=24,930 um, clk buf depth=2, largest register by flop count=mcause, Flops after synth=64, clock root buffer=clkbuf_16, mapped cell area=0.005296 mm^2, Iter 0 DRT Violations=145, Yosys Instances=570, antenna viol nets, final=0, share of the synthesized area in the top cell type=36.29%, syn_area_per_cell=9.292 um^2, RSZ-0062 raised after global routing=false, Initial Utilization=8.261%, CP arrival=4.06 ns, Fin Setup TNS=0 ns, initial antenna violation count=9, TritonCTS Buffers=9, Die X=274 um, drt wl/cell=11.38 um, slowest CP cell=nor4_1, largest net degree at the start of global routing=58, final tally of setup violations=0, IO Port Bufs=158, vias in the first global route=4,238, leak pwr=2.984 nW, Synth cell types=24, Hold WC Path Type=in2reg, Cells after Synth=570, GRT Resource Usage Total=4.442%, H-Tree Depth=3, worst slew pin tran=0.6217 ns, fin util=11.59%, crit path launch type=input port, final non-filler cell total=1,583
[logic make-up (layout without fill, tap and decap cells)]
| kind of cell | count (synthesis) | in the layout | share of synthesized area (%) |
|---|---|---|---|
| buffers and inverters | 221 | 186 | 30.97 |
| AOI/OAI and AO/OA | 3 | 3 | 0.3778 |
| muxes | 64 | 64 | 12.10 |
| DFF | 64 | 64 | 36.29 |
| other | 1 | 194 | 0.07080 |
| and+or+nand+nor | 205 | 205 | 18.21 |
| xor gates and xnor gates | 12 | 12 | 1.984 |
[cell type report]
type	instances	area, um^2	share of cell area, %
clock buffers	9	225.2	3.032
inverters	1	3.754	0.05053
clock inverters	7	46.29	0.6232
diodes	1	2.502	0.03369
repair buffers	169	1664	22.40
multi-input cells	477	2495	33.59
well taps	855	1070	14.40
flip-flops and latches	64	1922	25.87
[cell usage after synthesis]
library cell / count
mux2i_1: 64
buf_6: 1
nand3_1: 1
conb_1: 1
nor2_1: 3
nor4b_1: 1
nand2_1: 128
clkbuf_1: 13
or3_1: 2
buf_8: 6
buf_4: 194
and4b_1: 1
xor2_1: 12
nor4_1: 6
a21o_1: 2
buf_2: 6
nor2b_1: 1
nand4_1: 1
a21oi_1: 1
inv_1: 1
and4_1: 1
nand4b_1: 1
edfxtp_1: 64
and2_1: 59
[metal layers]
layer  share of wire (%)  GRT usage, %  up-vias
met3                  12         2.333       18
met4                 1.6        0.6073        4
met5                0.13             0        -
li1                    -             -     1771
met2                  39         6.291      294
met1                  47         6.061     1659
[final timing paths]
check / startpoint / end / slack (ns)
worst max-delay path: WriteCSR[4] / ReadData[63] / 0.98
worst min-delay path: WriteData[14] / mcause[14]$_SDFFCE_PN0P_ / 1.58
[power groups by stage]
stage                 Combinational [mW]  Sequential, mW  Clock [mW]
after CTS                          0.140           0.514       0.511
after global routing               0.153           0.517       0.526
final                              0.134           0.514       0.474
[stage by stage]
step / setup slack [ns] / total power [mW] / instance area (um^2)
after floorplan: 0.9603 / 0.6504 / 6017
after global placement: 0.9086 / 0.6619 / 7154
after detailed placement: 0.8810 / 0.6617 / 7154
after CTS: 0.8819 / 1.165 / 7426
after global routing: 0.7448 / 1.197 / 7426
final: 0.9778 / 1.123 / 7428
Power figures rest on the tool's default switching activity, not on a simulated workload.
