==> design/flow/config.mk <==
export PLATFORM = sky130hd
export DESIGN_NAME = core
export DESIGN_NICKNAME = core
export VERILOG_FILES = /design/flow/design.v
export SDC_FILE = /design/flow/constraint.sdc
export NUM_CORES = 4
export LEC_CHECK = 1
export CORE_AREA = 10 10 132 132
export DIE_AREA = 0 0 142 142
==> design/flow/constraint.sdc <==
current_design core

set clk_period 2.6
set clk_io_pct 0.2

create_clock -name clk0 -period $clk_period [get_ports {clk}]

set non_clock_inputs [all_inputs -no_clocks]
set_input_delay [expr $clk_period * $clk_io_pct] -clock clk0 $non_clock_inputs
set_output_delay [expr $clk_period * $clk_io_pct] -clock clk0 [all_outputs]
==> design/flow/design.v <==
`timescale 1ns/10ps
module pcgen (
    input clk, 
    input rst_n,
    output [12-1:0] nxt_pc
);
reg [12-1:0] pc;
always @(posedge clk or negedge rst_n) begin
    if (!rst_n) begin
        pc <= 12'h0;
    end else begin
        pc <= pc + 12'd4;
    end
end 
assign nxt_pc = pc;
endmodule
module iram (
    input clk,
    input rd_en,
    input [12-1:0] rd_addr,
    output [32-1:0] rd_data,
    input wr_en,
    input [12-1:0] wr_addr,
    input [32-1:0] wr_data
);
reg [32-1:0] iram [4096-1:0];
initial begin
    iram[4] = 32'b0010_0001_0000_0010_1000_0011_0001_0011;  
end
assign rd_data = rd_en ? iram[rd_addr]: 32'd0;
always@(negedge clk) begin
    if(wr_en)
        iram[wr_addr] <= wr_data; 
end
endmodule
module contrGen (
    input [32-1:0] inst,
    output aluBsrc,  
    output [4:0] rs1_addr,
    output [4:0] rs2_addr,
    output rdWriteEn,
    output [4:0] rd_addr,
    output [64-1:0] imm,
    output reg [3:0] aluCtl
);
wire [6:0] opcode;
wire [2:0] funt3;
assign opcode = inst[6:0];
assign funt3 = inst[14:12];
assign rs1_addr = inst[19:15];
assign rs2_addr = inst[24:20];
assign rd_addr = inst[11:7];
wire  opcode_001_0011 = (opcode == 7'b0010011);
wire  funt3_000 = (funt3 == 3'b000);
wire ADDI = opcode_001_0011 & funt3_000;
wire [7:0] aluType = {7'b0, ADDI};
always @(*) begin
    case (aluType)
        8'd1: aluCtl = {1'b0,3'b0};
        default : aluCtl = 4'bz;
    endcase
end
assign aluBsrc = 1'b1;
assign imm = {52'b0,inst[31:20]};
assign rdWriteEn = 1'b1;
endmodule
module regs (
    input [5-1:0] Ra,
    input [5-1:0] Rb,
    input [5-1:0] Rw,
    input [64-1:0] busW,
    input RegWr,
    input clk, 
    output [64-1:0] busA,
    output [64-1:0] busB
);
reg [64-1:0] regsheap [32-1:0];
integer i;
initial begin 
    for(i=0;i<32;i++)
        regsheap[i] = 64'h0;
end
assign busA = (Ra == 5'd0)? 64'd0: regsheap[Ra];
assign busB = (Rb == 5'd0)? 64'd0: regsheap[Rb];
always @(negedge clk) begin
    if(RegWr)
        regsheap[Rw] <= busW;
end
endmodule
module  alu (
    input [64-1:0] ina,
    input [64-1:0] inb,
    input [3:0] aluCtl,
    output [64-1:0] outy
);
assign outy = (aluCtl==4'h0)? (ina + inb) : 64'd0;
endmodule
module core (
    input clk,
    input rst_n,
    input [63 : 0] ReadData,
    output ReadEnable,
    output WriteEnable,
    output [63 : 0] ReadAddr,
    output [63 : 0] WriteAddr,
    output [63 : 0] WriteMask,
    output [63 : 0] WriteData
);
wire [12-1:0] nxt_pc;
wire [32-1:0] inst;
pcgen u_pcgen(
    .clk    (clk    ),
    .rst_n  (rst_n  ),
    .nxt_pc (nxt_pc )
);
assign ReadEnable = 1'b1;
assign inst = ReadData[31:0];
assign ReadAddr = {{52{1'b0}},nxt_pc};
wire aluBsrc;
wire [3:0] aluCtl;
wire [4:0] rs1_addr;
wire [4:0] rs2_addr;
wire [4:0] rd_addr;
wire rdWriteEn;
wire [64-1:0] imm;
contrGen u_contrGen(
    .inst      (inst      ),
    .aluBsrc   (aluBsrc   ),
    .rs1_addr  (rs1_addr  ),
    .rs2_addr  (rs2_addr  ),
    .rdWriteEn (rdWriteEn ),
    .rd_addr   (rd_addr   ),
    .imm       (imm       ),
    .aluCtl    (aluCtl)    
);
wire [64-1:0] busA;
wire [64-1:0] busB;
wire [64-1:0] ina;
wire [64-1:0] inb;
wire [64-1:0] res;
assign  ina = busA;
assign  inb = aluBsrc? imm : busB;
alu u_alu(
    .ina    (ina    ),
    .inb    (inb    ),
    .aluCtl (aluCtl ),
    .outy   (res   )
);
regs u_regs(
    .Ra    (rs1_addr    ),
    .Rb    (rs2_addr    ),
    .Rw    (rd_addr    ),
    .busW  (res    ),
    .RegWr (rdWriteEn   ),
    .clk   (clk    ),
    .busA  (busA  ),
    .busB  (busB  )
);
endmodule
==> design/flow/run.sh <==
#!/bin/bash
# OpenROAD 26Q1-2900-gdf79404cd8, Yosys 0.63+post, stock flow scripts
make -C /OpenROAD-flow-scripts/flow DESIGN_CONFIG=/design/flow/config.mk WORK_HOME=/design/flow/orfs finish
==> flow_results.org <==
* Implementation run

** Hold path
- Counting instances, the worst hold path has a depth of 1.
- STA reports the tightest min-delay check as being of type register to register.
- For the worst min-delay path, the startpoint reported by OpenROAD is u_pcgen.pc[11].
- In the hold report, the worst path ends at u_pcgen.pc[11].

** Flow run
- Max-cap violations :: 0
- Warnings raised by the tools during the run amount to 89.

** Floorplanning
- Chip area :: 0.02016 mm2
- The floorplan step defined a core boundary enclosing 0.01453 mm2.
- Die y size :: 142 um
- Num rows :: 44
- Pre-Place Util :: 0.1561
- From left edge to right edge, the die measures 142 um.
- 324 I/O pins were placed.

** Placement
- Post-placement setup slack :: 1.126 ns
- After legalization and detailed placement, the total HPWL measured 4117 um.
- RePlAce ended its routability-driven mode at a weighted congestion of 0.6570.
- The detailed placer reported the number of placed instances as 474.
- The buffer_ports step reported a buffer count of 11.

** Cells and area
- Final non-filler cell total :: 477
- Across the whole layout, storage elements account for 250.2 um2.
- Registers with the most flip-flops :: u_pcgen.pc (10)
- The layout report lists the multi-input gate area as 0.001076 mm2.
- In the final layout, the share of cells above drive strength 1 is 0.01706.
- Most frequent logic cell in the layout :: sky130_fd_sc_hd__conb_1
- Synthesis-to-finish area growth :: -23.06%
- Counting the fill cells in the layout gives 1703.
- Most numerous logic cells after layout :: sky130_fd_sc_hd__conb_1, sky130_fd_sc_hd__clkdlybuf4s50_1, sky130_fd_sc_hd__dfrtp_1
- The largest register by flop count is u_pcgen.pc.
- The register with the most flip-flops in the layout has 10 of them.

** Clock network
- The clock drives 10 sinks.
- Number of post-CTS setup repair buffers :: 0
- Post_cts resized :: 0
- TritonCTS built the clock tree.
- H-tree depth reported by CTS :: 1
- Number of buffers between clock root and the deepest sink :: 2
- CTS added clock buffers totalling 3.
- Clock latency on the worst-skew pair, taken at its later pin, is 0.23 ns.
- Clock transition time at the flip-flop clock pins of the worst setup and hold paths :: 0.04 ns
- The number of hold buffers added after CTS was 0.
- Cell at the root of the clock tree :: sky130_fd_sc_hd__clkbuf_16

** Global routing
- Global-route wire length before repair :: 5644 um
- Leftover overflow at the end of global routing :: 0
- For met2 alone, demand over resource in global routing was 0.05659.
- Overall global routing resource usage :: 0.03240
- In the global route stage, met1 resource usage came out at 0.03141.
- Layer carrying the most global-route usage :: met2
- Met3 usage in global routing :: 0.02270
- Entering global routing, the biggest net connects 11 pins.
- The initial antenna violation count was 0.
- The number of global-route vias before repair is 1180.

** Power
- Summed over all nets, the switching power comes to 0.08944 mW.
- Max VDD drop :: 0.0001672 V
- The script computed a power per unit cell area of 255.3 mW/mm2.
- Proportion of power drawn by the clock network :: 0.581
- Comb pwr share :: 0.068
- Of the total power, the share spent switching nets is 0.2007.
- Leak Pwr :: 1.087 nW
- Register share of total power :: 0.351
- Internal power component :: 0.3562 mW

** Critical path
- Kind of cell with the highest combined delay on the critical path :: buffers and inverters
- Capture instance of the worst register-to-register path :: u_pcgen.pc[10]
- Critical-path cell list :: clkdlybuf4s50_1
- The worst-case reg-to-reg setup slack stands at 1.27 ns.
- Worst R2R Path Depth :: 4
- Crit path launch type :: register
- The required time at the worst endpoint is listed as 2.08 ns.
- Per the post-run analysis, buffers plus inverters along the critical path come to 1.
- Worst-path maximum fanout :: 6
- The arrival time of data at the worst endpoint is listed as 1.20 ns.
- The worst setup path is captured at an output pin.
- Per STA, the highest per-stage delay on the worst path measures 0.52 ns.
- Launch point of the worst reg-to-reg path :: u_pcgen.pc[2]
- The largest individual stage delay along the critical path comes from the cell sky130_fd_sc_hd__clkdlybuf4s50_1.
- Worst setup path start :: u_pcgen.pc[7]
- Classification of the worst setup path :: register to output pin

** Synth
- Of all cell types, the one taking the most synthesized area is sky130_fd_sc_hd__buf_4.
- Synthesized area divided by synthesized cell count :: 8.073 um2
- Number of different library cells in the post-synthesis netlist :: 15
- Ys cells :: 281
- Of the post-synthesis cell area, the dominant cell type holds 0.8207.
- Yosys stat area :: 0.002268 mm2
- By area the synthesized netlist is led by sky130_fd_sc_hd__buf_4, sky130_fd_sc_hd__dfrtp_1, sky130_fd_sc_hd__xor2_1.
- Number of warning messages in the yosys log :: 197
- After synthesis the cells add up to 0.002268 mm2.
- Once synthesis finished, the tally of register bits stood at 10.
- Per Yosys stat, the portion of area used by sequential elements is 0.1103.
- Post-Synthesis Cells :: 281

** STA
- Highest Clock Rate :: 580.0 MHz
- After routing, the total negative slack on setup checks comes to 0 ns.
- The clock arrives with 0.0003460 ns of skew.
- Setup repair after global routing missed its margin :: false
- Final hold violations :: 0
- Number of endpoints failing setup at the final stage :: 0
- Count of pins over their slew limit :: 0
- Post-layout period usage :: 0.6631
- Shortest clock period the worst path allows after layout :: 1.724 ns
- Once routing completed, OpenROAD measured the worst setup slack at 0.8759 ns.

** Routing
- Number of violations reported at the end of detailed-routing iteration 0 :: 24
- Length of the first detailed-routing pass in iterations :: 2
- Average wire per cell in the routed design :: 8.912 um
- Per the detail_route report, inserted antenna diodes total 0.
- Routed via count :: 915
- Dividing the detail-routed via count by the number of cells gives 1.918.
- Per the post-route antenna check, the number of violating nets is 0.
- Routed wire length :: 4251 um
- In the routed design, unresolved DRC markers number 0.

** Run status
- Run status :: finished clean
## metrics by stage
step	utilization	hold slack, ns	cell area [um2]	total power [mW]
floorplan	-	0.2244	3192	0.4233
global placement	0.1149	0.4683	1670	0.1993
detailed placement	0.1149	0.4709	1670	0.1985
CTS	0.1201	0.4799	1745	0.4599
global route	0.1201	0.5043	1745	0.4794
finish	0.1201	0.4750	1745	0.4456
## Yosys cell counts
cell type	number
sky130_fd_sc_hd__buf_4	248
sky130_fd_sc_hd__dfrtp_1	10
sky130_fd_sc_hd__xor2_1	6
sky130_fd_sc_hd__and3_1	2
sky130_fd_sc_hd__conb_1	2
sky130_fd_sc_hd__nand2_1	2
sky130_fd_sc_hd__nor3_1	2
sky130_fd_sc_hd__xnor2_1	2
sky130_fd_sc_hd__and3_2	1
sky130_fd_sc_hd__ha_1	1
sky130_fd_sc_hd__inv_1	1
sky130_fd_sc_hd__nand3_1	1
sky130_fd_sc_hd__nand3_2	1
sky130_fd_sc_hd__nand4_1	1
sky130_fd_sc_hd__nor2_1	1
## cell families (layout without fill, tap and decap cells)
kind of cell / count (synthesis) / after routing / share of synthesized area
fa+ha+maj: 1 / 1 / 0.005515
buf+inv: 249 / 15 / 0.8224
xor+xnor: 8 / 8 / 0.03089
simple gates: 11 / 11 / 0.02758
flops: 10 / 10 / 0.1103
other cells: 2 / 248 / 0.003311
## how the worst max path moves through the flow
stage,to,slack [ns],cells after the start
after CTS,ReadAddr[7],0.88,1
after global routing,ReadAddr[7],0.84,1
final,ReadAddr[7],0.88,1
## routing by layer
layer | share of wire | up-vias
met1 | 0.34 | 387
met4 | 0.0092 | 0
met2 | 0.47 | 146
met3 | 0.18 | 2
met5 | 0 | -
li1 | - | 380
## area by class of cell
| type | count | area share |
|---|---|---|
| Tap cell | 184 | 0.1319 |
| Inverter | 1 | 0.002151 |
| Sequential cell | 10 | 0.1434 |
| Timing Repair Buffer | 11 | 0.06308 |
| Clock buffer | 3 | 0.04301 |
| Multi-Input combinational cell | 268 | 0.6165 |
## power groups by stage
stage / registers [mW] / clock network, mW / logic (mW)
final: 0.156 / 0.259 / 0.0302
after global routing: 0.156 / 0.271 / 0.0523
after CTS: 0.156 / 0.263 / 0.0409
Power and IR drop assume default switching activity.
