<file path="/design/flow/run.sh">
#!/bin/bash
# OpenROAD 26Q1-2900-gdf79404cd8, Yosys 0.63+post, stock flow scripts
make -C /OpenROAD-flow-scripts/flow DESIGN_CONFIG=/design/flow/config.mk WORK_HOME=/design/flow/orfs finish
</file>
<file path="/design/flow/config.mk">
export PLATFORM = sky130hd
export DESIGN_NAME = S011HD1P_X32Y2D128_BW
export DESIGN_NICKNAME = S011HD1P_X32Y2D128_BW
export VERILOG_FILES = /design/flow/design.v
export SDC_FILE = /design/flow/constraint.sdc
export NUM_CORES = 4
export LEC_CHECK = 1
export CORE_UTILIZATION = 40
export SYNTH_MEMORY_MAX_BITS = 65536
</file>
<file path="/design/flow/constraint.sdc">
current_design S011HD1P_X32Y2D128_BW

set clk_period 175.3
set clk_io_pct 0.2

create_clock -name clk0 -period $clk_period [get_ports {CLK}]

set non_clock_inputs [all_inputs -no_clocks]
set_input_delay [expr $clk_period * $clk_io_pct] -clock clk0 $non_clock_inputs
set_output_delay [expr $clk_period * $clk_io_pct] -clock clk0 [all_outputs]
</file>
<file path="/design/flow/design.v">
`timescale 1ns/10ps
module S011HD1P_X32Y2D128_BW(
    Q, CLK, CEN, WEN, BWEN, A, D
);
parameter Bits = 128;
parameter Word_Depth = 64;
parameter Add_Width = 6;
parameter Wen_Width = 128;
output reg [Bits-1:0] Q;
input                 CLK;
input                 CEN;
input                 WEN;
input [Wen_Width-1:0] BWEN;
input [Add_Width-1:0] A;
input [Bits-1:0]      D;
wire cen  = ~CEN;
wire wen  = ~WEN;
wire [Wen_Width-1:0] bwen = ~BWEN;
reg [Bits-1:0] ram [0:Word_Depth-1];
always @(posedge CLK) begin
    if(cen && wen) begin
        ram[A] <= (D & bwen) | (ram[A] & ~bwen);
    end
    Q <= cen && !wen ? ram[A] : {4{$random}};
end
endmodule
</file>
==> ci_impl_report.md <==
### Metrics collected by this job

| Metric | Value |
|---|---|
| Outcome | `finished, final reports clean` |
| Largest net degree at the start of global routing | `roughly 120` |
| Syn Inst Count | `about 19,000` |
| Drt wl/cell | `33.9 um` |
| Fraction of layout cells with a size suffix above 1 | `roughly 17%` |
| P&R area growth vs syn | `14.8%` |
| Yosys warning tally | `3` |
| CP Cell Sequence | `buf_16 -> buf_4 -> buf_12 -> buf_4 -> buf_4 -> buf_4 -> buf_4 -> buf_4 -> buf_4 -> nand3b_1 -> a21oi_1 -> a2111oi_0 -> nand4_1 -> nor4b_2 -> a21oi_4 -> buf_4` |
| Initial Util | `between 40% and 50%` |
| Site row count | `roughly 330` |
| Die ar. | `about 0.81 sq mm` |
| Avg Synthesized Cell Area | `17.0 sq um` |
| Worst min path class | `reg2reg` |
| Post-synthesis cell type count | `between 70 and 80` |
| Achievable frequency | `approximately 0.024 GHz` |
| TritonCTS buffer count | `about 840` |
| Core footprint | `0.804 sq mm` |
| Min Tclk post-route | `42.20 ns` |
| Synthesized cell area | `0.323 sq mm` |
| Dominant flop cell | `edfxtp_1` |
| Fin Setup TNS | `0 ns` |
| Total power | `about 4.2 mW` |
| GP Congestion | `approximately 0.9` |
| H-Tree Depth | `6` |
| DIE WIDTH | `900 um` |
| Yosys top cell area share | `roughly 76%` |
| DP HPWL | `~600 mm` |
| Yosys Chip Area | `approximately 0.32 sq mm` |
| Latency at later pin | `roughly 1.2 ns` |
| Vias | `approximately 190k` |
| Slew Viols, Final | `0` |
| DRC errors left | `0` |
| Mean number of vias per cell | `around 6.1` |
| I/O Pins | `between 300 and 400` |
| Crit. End Element | `flip-flop` |
| Setup ws final | `between 100 and 150 ns` |
| Post-DRT Antenna Nets | `0` |
| Routed WL | `around 1100 mm` |
| CP required | `~180 ns` |
| First-pass GRT wire length | `approximately 1500 mm` |
| Top cells by area | `edfxtp_1 76%, a22oi_1 2.9%, mux2i_1 2.6%, mux2_2 1.4%, o22ai_1 1.3%` |
| Element type at the critical path start | `input port` |
| Cycle use final | `between 20% and 30%` |
| Vias in the first global route | `roughly 200k` |
| Slew HR | `approximately a fifth` |
| Gr ovfl total | `0` |
| CTS tree | `built` |
| Layout Skew | `~0.097 ns` |
| Max_cap viols | `0` |
| # clock sinks | `around 8,300` |
| Fin Hold WS | `about 0.75 ns` |
| Fin. Hold Viols | `0` |
| Drt first pass iters | `6` |
| Crit path kind | `in2reg` |
| Post-Place Setup Slack | `roughly 130 ns` |
| Post_cts resized | `0` |
| Yosys reg bits | `8,320` |
| Top-count cell post-synth | `edfxtp_1` |
| Iter 0 DRT Violations | `about 15,000` |
| Global Route Usage Sum | `roughly 28%` |
| Post-CTS Setup Bufs | `0` |
| Root buf cell | `clkbuf_16` |
| Crit path largest cell delay | `0.77 ns` |
| Yosys Instances | `about 19,000` |
| Share of async-settable or async-resettable flops after synthesis | `0%` |
| WP data arrival | `43.05 ns` |
| Top cells by count, synth | `8,192 x edfxtp_1, 1,232 x a22oi_1, 971 x clkbuf_1, 854 x mux2i_1, 787 x a21oi_1` |
| Number of antenna violations at the first check in global routing | `35` |
| PwrDens | `~11 mW/mm^2` |
| VDD IR max | `0.0123 mV` |
| RSZ-0062 raised after global routing | `false` |
| Port-buffer cells | `392` |
| CP Max Fanout | `~110` |
| LEAKAGE | `116 nW` |
| Cts-stage hold buffer count | `0` |
| Slowest CP cell | `buf_4` |
| Crit path top cell by count | `buf_4` |
| Dominant cell type by area after synthesis | `edfxtp_1` |
| CTS max path bufs | `4` |
| Worst slew pin tran | `about 1.2 ns` |
| Final tally of setup violations | `0` |
| Post-synth EDFFs | `8,192` |
| Count of tool warnings | `37` |
| Die H | `around 900 um` |
| Seq/Total Area, Yosys | `approximately 77%` |
| Clk slew on worst S/H paths | `approximately 0.060 ns` |
==> per-stage QoR <==
stage / cell area (sq um) / util (%) / cells
final: 371000 / 46.1 / 31200
after global routing: 371000 / 46.1 / 31200
after CTS: 371000 / 46.1 / 31200
after detailed placement: 344000 / 42.9 / 29600
after global placement: 344000 / 42.9 / 29600
after floorplan: 323000 / - / 19000
==> power by group <==
part           switching [mW]  internal (mW)  leakage [nW]
registers             0.00177           2.24          74.6
logic                   0.196         0.0714          28.4
clock network           0.766          0.958          12.7
==> final timing paths <==
kind              cells past startpoint  slack (ns)   startpoint          end
setup reg to reg                      7      171.35  ram[10][59]  ram[12][59]
hold / removal                        4        0.75  ram[26][51]        Q[51]
hold reg to reg                       4        0.75  ram[26][51]        Q[51]
setup / recovery                     16      133.10         A[2]  ram[19][35]
==> kinds of logic (layout without fill, tap and decap cells) <==
group	Yosys count	count (layout)	synth area share [%]
AND-OR/OR-AND	4509	4509	9.87
AND/OR/NAND/NOR	3267	3267	6.29
flip-flops	8320	8320	77.0
buffers and inverters	1493	2932	1.92
multiplexers	1382	1382	4.91
other	0	49	0
==> placed cells by master (no fill, tap or decap), types with 234 or more instances in the layout <==
cell / instances
a22o_1: 302
o22ai_1: 668
a21oi_1: 667
or3b_2: 389
clkbuf_16: 844
mux2_2: 405
edfxtp_1: 8192
nand2_1: 406
o21ai_0: 347
a22oi_1: 1232
a221oi_1: 234
clkdlybuf4s50_1: 386
mux2i_1: 854
nor2_1: 374
nand3b_1: 423
nand3_1: 454
buf_4: 986
==> state kept, by name (all words and copies together), names as in the netlist <==
signal,count
Q,128
ram,8192
==> final cells by class <==
class / count / area, sq um
multi-input cells: 9158 / 70400
fillers: 66800 / 433000
flip-flops and latches: 8320 / 249000
repair buffers: 1404 / 11900
diodes: 49 / 123
inverters: 7 / 46.3
well taps: 10800 / 13500
clock buffers: 1058 / 22000
clock inverters: 463 / 4130
==> layer usage <==
metal | vias up | share of wire, % | global-route usage [%]
met4 | 100 | 6.0 | 12.4
met2 | 14300 | 44 | 39.4
met1 | 93100 | 30 | 30.9
met5 | - | 0.37 | 3.80
met3 | 2884 | 19 | 23.3
li1 | 79300 | - | -
==> worst max-delay path, delay by kind of cell <==
kind,cells,cell delay [ns]
simple gates,3,1.00
buf+inv,10,5.72
compound gates,3,0.84
Power is estimated from default activity; no workload was simulated.
