$ cat /design/flow/design.v
`timescale 1ns/10ps
module S011HD1P_X32Y2D128(
    Q, CLK, CEN, WEN, A, D
);
parameter Bits = 128;
parameter Word_Depth = 64;
parameter Add_Width = 6;
output  reg [Bits-1:0]      Q;
input                   CLK;
input                   CEN;
input                   WEN;
input   [Add_Width-1:0] A;
input   [Bits-1:0]      D;
reg [Bits-1:0] ram [0:Word_Depth-1];
always @(posedge CLK) begin
    if(!CEN && !WEN) begin
        ram[A] <= D;
    end
    Q <= !CEN && WEN ? ram[A] : {4{$random}};
end
endmodule
$ cat /design/flow/constraint.sdc
current_design S011HD1P_X32Y2D128

set clk_period 132.3
set clk_io_pct 0.2

create_clock -name clk0 -period $clk_period [get_ports {CLK}]

set non_clock_inputs [all_inputs -no_clocks]
set_input_delay [expr $clk_period * $clk_io_pct] -clock clk0 $non_clock_inputs
set_output_delay [expr $clk_period * $clk_io_pct] -clock clk0 [all_outputs]
$ cat /design/flow/config.mk
export PLATFORM = sky130hd
export DESIGN_NAME = S011HD1P_X32Y2D128
export DESIGN_NICKNAME = S011HD1P_X32Y2D128
export VERILOG_FILES = /design/flow/design.v
export SDC_FILE = /design/flow/constraint.sdc
export NUM_CORES = 4
export LEC_CHECK = 1
export CORE_UTILIZATION = 40
export SYNTH_MEMORY_MAX_BITS = 65536
$ cat /design/flow/run.sh
#!/bin/bash
# OpenROAD 26Q1-2900-gdf79404cd8, Yosys 0.63+post, stock flow scripts
make -C /OpenROAD-flow-scripts/flow DESIGN_CONFIG=/design/flow/config.mk WORK_HOME=/design/flow/orfs finish
==> results.json <==
{
  "synth_cell_type_count": 55,
  "violations": "max-capacitance violations, max-slew violations",
  "first_pass_iters": 8,
  "timing.fmax_mhz": 30.93,
  "synthFlopType": "edfxtp_1",
  "insertion_delay_ps": 1180,
  "coreArea_sq_um": 792900,
  "worst_setup_path_end_kind": "flop",
  "grtUsageMet3_pct": 20.74,
  "cpMostUsedCell": "buf_4",
  "chipArea_sq_um": 799100,
  "synth_area_leader_cell": "edfxtp_1",
  "cts_buffers": 811,
  "fill_cells": 66010,
  "synth_warnings": 3,
  "grt-busiest-layer": "met2",
  "max_slew_margin_pct": -2.277,
  "status": "finished, violations left",
  "drv_slew": 1,
  "grt_util_met2_pct": 35.58,
  "via_count": 175400,
  "cts_root_buf": "clkbuf_16",
  "p_leak_nw": 119.2,
  "crit_type": "input pin to flop",
  "numClockSinks": 8320,
  "synthTopCellsByCount": "8192 x edfxtp_1, 2491 x mux2i_1, 1349 x a21oi_1",
  "critical_path.max_stage_delay_ps": 860,
  "finalSetupViolations": 0,
  "ctsHoldBuffers": 0,
  "rsz0062_at_grt": "false",
  "area_delta_synth_final_pct": 13.59,
  "ys_chip_area_sq_um": 318200,
  "synthCells": 17990,
  "gp_congestion": 0.8595,
  "warning_count": 34,
  "cts_tree": "done",
  "post-dp-hpwl_microns": 527800,
  "fp_util_pct": 40.13,
  "via_per_inst": 5.853,
  "p_total_mw": 5.395,
  "hold_violations": 0,
  "finalSetupTns_ps": 0,
  "rows": 327,
  "period_used_pct": 24.44,
  "peakVddDrop_uv": 15.52,
  "drtIter0Drc": 13200,
  "hold_class": "flop to flop",
  "start_kind": "input pin",
  "antenna_found_initial": 62,
  "synth_area_sq_um": 318200,
  "ys.flops": 8320,
  "post_cts_resized": 0,
  "grt_pass1_wl_microns": 1326000,
  "async_reset_ff_share_pct": 0,
  "grt_use_total_pct": 25.26,
  "drc_errors": 0,
  "io_buffers": 264,
  "top_area_share_pct": 77.31,
  "die_w_microns": 893.9,
  "top_cell": "edfxtp_1",
  "drive_gt1_share_pct": 13.07,
  "max_cap_viol_count": 1,
  "worst-path-buf-inv": 9,
  "fin_util_pct": 45.58,
  "clock_path_buffers": 4,
  "critPathTopFamily": "buffers and inverters",
  "path_clk_slew_ps": 60,
  "grt_max_degree": 104,
  "cp.arrival_ps": 33320,
  "yosysCellCount": 17990,
  "die_h_microns": 893.9,
  "routed_wl_microns": 937700,
  "routedWlPerCell_microns": 31.29,
  "powerDensity_nw_per_um2": 14.93,
  "cp.required_ps": 133290,
  "grt_overflow": 0,
  "topCellsByArea": "edfxtp_1 77%, mux2i_1 7.8%, a21oi_1 2.1%, o22ai_1 1.2%, a22o_1 1.0%",
  "syn_avg_cell_area_sq_um": 17.68,
  "critPathMaxFanout": 102,
  "h-tree-depth": 6,
  "worst_pin_slew_ps": 1495,
  "edf_count": 8192,
  "grt_pass1_vias": 181800,
  "postCtsSetupBuffers": 0,
  "yosys.stat.seqShare_pct": 78.11,
  "slowest_stage": "buf_4",
  "crit_chain": "buf_16, buf_4, buf_4, buf_4, buf_4, buf_4, buf_4, buf_12, buf_4, nor2b_1, o21ai_0, a21oi_1, a311oi_1, o22a_1, a31oi_1",
  "fin_skew_ps": 59.59,
  "ios": 265,
  "period_needed_ps": 32330,
  "antenna_left": 0,
  "grt_use_met1_pct": 29.66
}
[placed cells by master (no fill, tap or decap), types with 71 or more instances in the layout]
cell type / Yosys / layout
and3_1: 242 / 242
buf_4: 14 / 879
clkbuf_16: 0 / 818
o22a_1: 234 / 234
dfxtp_1: 128 / 128
nor2b_1: 123 / 121
mux2i_1: 2491 / 2491
clkbuf_1: 699 / 244
mux2_2: 277 / 277
nand2_1: 164 / 162
a222oi_1: 117 / 117
edfxtp_1: 8192 / 8192
nor2_4: 0 / 71
buf_2: 462 / 127
o22ai_1: 632 / 632
clkinv_1: 0 / 179
a311oi_1: 243 / 243
a221oi_1: 290 / 290
o21ai_0: 638 / 638
a22o_1: 369 / 369
clkinv_2: 0 / 127
a211o_1: 115 / 115
a31oi_1: 249 / 247
a21oi_1: 1349 / 1349
clkdlybuf4s50_1: 0 / 135
nor2_1: 362 / 290
a211oi_1: 132 / 132
a22oi_1: 151 / 151
[registers in the layout (all words and copies together), names as in the netlist]
| register | count |
|---|---|
| Q | 128 |
| ram | 8192 |
[final timing paths]
| path | from | endpoint | slack [ps] | cells after the start |
|---|---|---|---|---|
| worst max-delay path | A[2] | Q[93] | 99970 | 15 |
| worst min-delay path | ram[25][119] | Q[119] | 650 | 3 |
| worst max register to register | ram[13][108] | Q[108] | 129620 | 6 |
| worst min register to register | ram[25][119] | Q[119] | 650 | 3 |
[per-stage QoR]
stage	instances	area (sq um)	worst slack (ps)	hold WS, ps
finish	29970	361400	99970	647.0
global route	29960	361400	99610	693.6
CTS	29910	361300	99840	646.6
detailed placement	28420	336100	98610	644.0
global placement	28420	336100	98590	640.6
floorplan	17990	318200	98440	586.4
[power by group]
part,switching [mW],total (mW),leakage (nW),internal (mW)
clock network,0.986,2.21,12.3,1.23
registers,0.00512,2.91,74.7,2.91
logic,0.188,0.271,32.2,0.0831
[logic make-up after synthesis]
| group | count (synthesis) | share of synthesized area [%] |
|---|---|---|
| mux | 2793 | 8.993 |
| flops | 8320 | 78.11 |
| buf+inv | 1291 | 1.738 |
| compound gates | 4668 | 9.753 |
| simple gates | 922 | 1.404 |
[worst min-delay path, stage by stage, from the launching register on]
cell and delay [ps]:
edfxtp_1 320, a22o_1 130, a21oi_1 60, a31oi_1 140
[layout make-up]
class	count	area, sq um	share of cell area, %
Antenna cell	59	147.6	0.04085
Clock buffer	1092	21800	6.031
Clock inverter	400	3390	0.9378
Inverter	2	15.01	0.004154
Multi-Input combinational cell	8383	64890	17.95
Sequential cell	8320	248600	68.77
Tap cell	10530	13170	3.644
Timing Repair Buffer	1187	9472	2.620
[per-layer routing]
layer | up-vias | share of wire (%)
li1 | 75150 | -
met1 | 86360 | 32
met2 | 11820 | 45
met3 | 2015 | 19
met4 | 84 | 4.1
met5 | - | 0.17
Power and IR drop assume default switching activity.
