===== flow/design.v =====
`timescale 1ns/10ps
`timescale 1ns / 1ps
module exe_stage(
  input wire clk,
  input wire rst,
  input wire [63 : 0] pcE,
  input wire flushE,
  input wire stallE,
  input wire [9 : 0]instTypeE,
  input wire [13 : 0] instFuncE,
  input wire [63 : 0]imm,
  input wire [63 : 0]rs1DataE,
  input wire [63 : 0]rs2DataE,
  input wire rdWriteEnableE,
  input wire [4 : 0]rdWriteAddrE,
  input wire [63 : 0]rdWriteDataPre1,          
  input wire [63 : 0]rdWriteDataPre2,          
  input wire [1 : 0]Redirect1,           
  input wire [1 : 0]Redirect2,           
  input wire [1 : 0]LoadRedirect,        
  input wire [10 : 0] memFuncE,
  input wire RamReadEnableE ,
  input wire RamWriteEnableE ,
  output wire [10 : 0] memFuncM,
  output wire [63 : 0]RamWriteAddrM,
  output wire [63 : 0]RamWriteDataM,
  output wire [63 : 0]RamReadAddrM,  
  output wire RamReadEnableM ,
  output wire RamWriteEnableM ,
  output wire rdWriteEnableM,
  output wire [4 : 0]rdWriteAddrM,
  output wire [9 : 0]instTypeM,
  output wire [63 : 0]rdWriteDataM,
  output wire load,
  output wire jump,
  output wire [63 : 0] jumpAddr
);
wire [63 : 0] rs1Data = Redirect1[0] ? rdWriteDataPre1 : 
                          Redirect2[0] ? rdWriteDataPre2 : 
                          LoadRedirect[0] ? rdWriteDataPre2 : rs1DataE;
wire [63 : 0] rs2Data = Redirect1[1] ? rdWriteDataPre1 : 
                          Redirect2[1] ? rdWriteDataPre2 : 
                          LoadRedirect[1] ? rdWriteDataPre2 : rs2DataE;
wire [63 : 0] op1 = rs1Data;
wire [63 : 0] op2 = (instTypeE[2] | instTypeE[5] ) ? imm : rs2Data;
wire  [63 : 0] adder1 = (instTypeE[8] | instTypeE[5] | instTypeE[7] ) ? pcE : rs1Data;
wire  [63 : 0] adder2 = instTypeE[1] ? rs2Data : imm;
wire [63 : 0] resADD = adder1 + adder2;
wire [63 : 0] resSUB = op1 - op2;
wire [63 : 0] resSLL =  op1 << op2[5 : 0];
wire [63 : 0] resLES =  {{63{1'b0}},op1 < op2};
wire [63 : 0] resLESU =  {{63{1'b0}},$signed(op1) < $signed(op2)};
wire [63 : 0] resSRL =  op1 >> op2[5 : 0];
wire [63 : 0] resSRA =  $signed(op1) >>> op2[5 : 0];
wire [63 : 0] resXOR =  op1 ^ op2;
wire [63 : 0] resOR  =  op1 | op2;
wire [63 : 0] resAND =  op1 & op2;
wire [63 : 0] resBIG =  {{63{1'b0}},op1 > op2};
wire [63 : 0] resBIGU =  {{63{1'b0}},$signed(op1) > $signed(op2)};
wire [63 : 0] resEQ =  {{63{1'b0}},op1 == op2};
wire [63 : 0] resNEQ =  {{63{1'b0}},op1 != op2};
wire [63 : 0] result = instFuncE[0] ? resNEQ :
              instFuncE[1] ? resEQ :
              instFuncE[2] ? resBIGU :
              instFuncE[3] ? resBIG :
              instFuncE[4] ? resAND :
              instFuncE[5] ? resOR :
              instFuncE[6] ? resXOR :
              instFuncE[7] ? resSRA :
              instFuncE[8] ? resSRL :
              instFuncE[9] ? resLESU :
              instFuncE[10] ? resLES :
              instFuncE[11] ? resSLL :
              instFuncE[12] ? resSUB :
              instFuncE[13] ? resADD :64'h00000000_00000000;
gen_en_dff #(11) memFuncM_clk_diff(memFuncE,memFuncM,stallE,flushE, clk,rst);
wire [63 : 0]RamWriteAddrM_r = (rst == 1'b1) ? 64'h00000000_00000000 : resADD;
wire [63 : 0]RamWriteDataM_r = (rst == 1'b1) ? 64'h00000000_00000000 : rs2Data;
wire [63 : 0]RamReadAddrM_r = (rst == 1'b1) ? 64'h00000000_00000000 : resADD;
gen_en_dff #(64) RamWriteAddrM_clk_diff(RamWriteAddrM_r,RamWriteAddrM,stallE,flushE, clk,rst);
gen_en_dff #(64) RamWriteDataM_clk_diff(RamWriteDataM_r,RamWriteDataM,stallE,flushE, clk,rst);
gen_en_dff #(64) RamReadAddrM_clk_diff(RamReadAddrM_r,RamReadAddrM,stallE,flushE, clk,rst);
gen_en_dff #(1) RamReadEnableM_clk_diff(RamReadEnableE,RamReadEnableM,stallE,flushE, clk,rst);
gen_en_dff #(1) RamWriteEnableM_clk_diff(RamWriteEnableE,RamWriteEnableM,stallE,flushE, clk,rst);
wire resBranch = instTypeE[5] & result[0]; 
wire jump_r = (rst == 1'b1) ? 1'b0 : (resBranch | instTypeE[6] | instTypeE[7]);
wire [63 : 0]jumpAddr_r = jump_r ? resADD : 64'h00000000_00000000;
wire [63 : 0] pcSave = pcE + 64'h4;
assign load = instTypeE[4];
gen_en_dff #(1) jump_dff(jump_r,jump,stallE,flushE,clk,rst);
gen_en_dff  #(64) pcM_dff(jumpAddr_r ,jumpAddr,stallE,flushE,clk,rst);
wire rdWriteEnableE_r = rdWriteEnableE ;
wire [63 : 0] rdWriteDataM_r = (rst == 1'b1) ?64'h00000000_00000000 :
                                 (instTypeE[6] | instTypeE[7]) ? pcSave :     
                                 instTypeE[0] ? {{32{1'b0}},result[31:0]} :   
                                 instTypeE[8] ? resADD :                      
                                 instTypeE[9] ? imm : result;                 
gen_en_dff #(64) rdWriteDataE_clk_diff(rdWriteDataM_r,rdWriteDataM,stallE,flushE, clk,rst);
gen_en_dff #(6) rd_r_clk_diff({rdWriteEnableE_r,rdWriteAddrE},{rdWriteEnableM,rdWriteAddrM},stallE,flushE, clk,rst);
endmodule
`timescale 1ns / 1ps
module gen_en_dff #(
    parameter DW = 32)(
    input wire[DW-1:0] din,
    output wire[DW-1:0] qout,
    input wire stall,
    input wire flush,
    input wire clk,
    input wire rst
    );
    reg[DW-1:0] qout_r;
    always @ (posedge clk) begin
        if (rst) begin
            qout_r <= {DW{1'b0}};
        end 
        else if (flush == 1'b1) begin
            qout_r <= {DW{1'b0}};
        end
        else if (stall == 1'b1) begin
            qout_r <= qout_r;
        end
        else begin
            qout_r <= din;
        end
    end
    assign qout = qout_r;
endmodule

===== flow/run.sh =====
#!/bin/bash
# OpenROAD 26Q1-2900-gdf79404cd8, Yosys 0.63+post, stock flow scripts
make -C /OpenROAD-flow-scripts/flow DESIGN_CONFIG=/design/flow/config.mk WORK_HOME=/design/flow/orfs finish

===== flow/config.mk =====
export PLATFORM = sky130hd
export DESIGN_NAME = exe_stage
export DESIGN_NICKNAME = exe_stage
export VERILOG_FILES = /design/flow/design.v
export SDC_FILE = /design/flow/constraint.sdc
export NUM_CORES = 4
export LEC_CHECK = 1
export CORE_UTILIZATION = 30

===== flow/constraint.sdc =====
current_design exe_stage

set clk_period 35.7
set clk_io_pct 0.2

create_clock -name clk0 -period $clk_period [get_ports {clk}]

set non_clock_inputs [all_inputs -no_clocks]
set_input_delay [expr $clk_period * $clk_io_pct] -clock clk0 $non_clock_inputs
set_output_delay [expr $clk_period * $clk_io_pct] -clock clk0 [all_outputs]

==> reports/results.ini <==
[status]
status=finished, final reports clean

[sta]
fin_skew_ns=0
final_period_minus_worst_setup_slack_ns=14.32
timing.final.ws_setup_ns=21.38
finalSetupTns_ns=0
timing.final.setup_violations=0
share_of_the_cycle_needed_by_the_critical_path_after_routing_pct=40.11
timing_worst_slew_pin_value_ns=1.367
fmax_ghz=0.06984
slew-limit-headroom_pct=8.307
timing.final.max_slew_violations=0
grt_setup_unrepaired=no
final_hold_fails=0

[worst_hold_path]
worstHoldPathCells=2
hp-start=pcM_dff.qout_r[35]
worstHoldPathType=flop to flop

[floorplanning]
placeableCoreArea_um2=137800
die_height_um=375.1
floorplan.initialDensity_pct=30.30
die.size.x_um=375.1
num_rows=136
chip_area_um2=140700
boundaryPins=788

[cts]
clock_input_transition_at_the_sequential_cells_of_the_worst_setup_and_hold_paths_ns=0.06
post_cts_hold_buffer_count=0
cts_resized=0
clockBufferDepth=3
htreeDepth=2
post_cts.repair.setup_buffers=0
clock_insertion_delay_at_the_later_pin_of_the_skew_report_ns=0.58
root_buffer=sky130_fd_sc_hd__clkbuf_16
tritoncts.num_buffers=38
tritoncts=yes
cts_sinks=276

[worst_setup_path]
worstSetupPathType=input port to flop
max_stage_delay_ns=0.66
timing.reg2reg.worst_path_depth=4
stages_on_the_worst_setup_path=23
worst-endpoint-required_ns=36.25
data_arrival_at_the_endpoint_of_the_critical_path_ns=14.87
r2r_start=rdWriteDataE_clk_diff.qout_r[52]
cp_top_family=AND-OR/OR-AND gates
critical_path.cell_chain=buf_4, buf_4, buf_4, or4_1, o311a_1, inv_1, o21a_1, inv_1, ha_1, a211oi_1, o211ai_1, a21oi_1, buf_4, a21oi_1, o211ai_1, buf_4, a221o_1, nand2_1, a31oi_1, o221ai_1, buf_4, a2111oi_0, o221a_1
path_max_fanout=62
critical_path.slowest_cell=sky130_fd_sc_hd__a2111oi_0
critPathLaunchType=input port
worstSetupEndpointType=flop
worst_path_most_repeated_cell=sky130_fd_sc_hd__buf_4
critPathBufInv=8
crit_path_start=Redirect1[0]

[pwr]
ir_worst_vdd_v=0.00003013
power_density_nw_per_um2=38.43
leakage_component_of_the_power_nw=20.54

[final_layout]
final_layout_size_suffix_gt1_share_pct=9.541
fillerInstances=14430
areaGrowthSynthToFinish_pct=28.14
final_layout_top_logic_cell=sky130_fd_sc_hd__clkdlybuf4s50_1
final_cell_mix=sky130_fd_sc_hd__clkdlybuf4s50_1, sky130_fd_sc_hd__nand2_1, sky130_fd_sc_hd__nor2_1

[synthesis]
asyncSetResetFlopFracSynth_pct=0
synth-edff-count=0
synthesis.area_um2=41770
postSynthSeqShare_pct=13.23
synth-area-yosys_um2=41770
post_synth_num_cell_types=102
synth-warning-count=14
postSynthAreaPerCell_um2=6.927
numSynthFlops=276
yosys-stat-cells=6030
synth_cells=6030
ys_dominant_reg_cell=sky130_fd_sc_hd__dfxtp_1

[detailed_routing]
drt_pre_antenna_iters=9
detail_route.wl_per_cell_um=42.66
drt_drc_violations_left=0
antenna_violating_nets_post_route=0
drt-total-wl_um=361300
drt_via_density=6.670
total_number_of_vias=56490
detail_route.iter0.violations=8414

[placement]
place.gp.congestion=1.143
port_buffers=774
dp.final_hpwl_um=293700
detailedPlace.worstSlack_ns=21.24

[global_routing]
grt_max_degree=116
grt_antenna_before_repair=60
number_of_global_route_vias_before_repair=50930
global_route.overflow_total=0
groute.usage.overall_pct=50.42
grt_first_pass_wirelength_um=471200

[run]
maxCapViolations=0
warnings=168

## through the flow
step | power, W | cells | hold WS (ns) | util (%) | instance area (um2)
after floorplan | 0.0009412 | 6039 | 0.4129 | - | 41800
after global routing | 0.002084 | 8445 | 0.5053 | 38.79 | 53460
after detailed placement | 0.001551 | 8374 | 0.4639 | 37.83 | 52140
after global placement | 0.001557 | 8374 | 0.4513 | 37.83 | 52140
after CTS | 0.001978 | 8439 | 0.4775 | 38.78 | 53450
final | 0.002057 | 8469 | 0.4760 | 38.83 | 53520
## layout make-up
cell class	count	area [um2]	share of cell area (%)
timing repair buffer	1124	10400	19.42
clock buffer	53	1119	2.090
clock inverter	12	191.4	0.3577
inverter	214	814.5	1.522
antenna	30	75.07	0.1403
multi-input combinational	4966	33160	61.95
sequential	276	5525	10.32
tap	1794	2245	4.194
## flip-flops by register name, summed over array words and instances (netlist names)
register and count:
memFuncM_clk_diff.qout_r 11, rd_r_clk_diff.qout_r 6, jump_dff.qout_r 1, pcM_dff.qout_r 64
RamReadEnableM_clk_diff.qout_r 1, rdWriteDataE_clk_diff.qout_r 64, RamWriteEnableM_clk_diff.qout_r 1, RamReadAddrM_clk_diff.qout_r 64
RamWriteDataM_clk_diff.qout_r 64
## power breakdown
part	internal (W)	switching [W]	total, W
clock network	0.000248	0.000175	0.000423
logic	0.000404	0.000889	0.00129
registers	0.000325	0.0000152	0.000341
total	0.000977	0.00108	0.00206
## synthesized netlist by cell type, types with 65 or more instances
master,count,share of area [%]
sky130_fd_sc_hd__nor3_1,166,2.0
sky130_fd_sc_hd__nand2_1,558,5.0
sky130_fd_sc_hd__inv_1,198,1.8
sky130_fd_sc_hd__dfxtp_1,276,13
sky130_fd_sc_hd__a22oi_1,65,1.2
sky130_fd_sc_hd__clkbuf_1,357,3.2
sky130_fd_sc_hd__o211ai_1,173,3.1
sky130_fd_sc_hd__mux2i_1,323,7.7
sky130_fd_sc_hd__nor2_1,539,4.8
sky130_fd_sc_hd__mux2_2,93,2.5
sky130_fd_sc_hd__buf_1,84,0.75
sky130_fd_sc_hd__a211oi_1,159,2.9
sky130_fd_sc_hd__a21o_1,69,1.2
sky130_fd_sc_hd__nand2b_1,85,1.3
sky130_fd_sc_hd__nand3_1,110,1.3
sky130_fd_sc_hd__ha_1,257,7.7
sky130_fd_sc_hd__buf_4,77,1.4
sky130_fd_sc_hd__a31oi_1,76,1.1
sky130_fd_sc_hd__o21ai_0,473,5.7
sky130_fd_sc_hd__a21oi_1,528,6.3
sky130_fd_sc_hd__xnor2_1,105,2.2
## worst paths after layout
path,to,slack [ns]
hold / removal,pcM_dff.qout_r[35],0.48
hold reg to reg,pcM_dff.qout_r[35],0.48
setup / recovery,rdWriteDataE_clk_diff.qout_r[17],21.38
setup reg to reg,rdWriteDataE_clk_diff.qout_r[52],33.42
## worst min-delay path, delay by kind of cell, from the launching register on
kind           cells  cell delay (ns)
flip-flops         1             0.33
AND-OR/OR-AND      2             0.11
## per-layer routing
layer / GRT usage [%] / up-vias / share of wire (%)
li1: - / 23790 / -
met5: 2.367 / - / 0.28
met1: 66.50 / 27490 / 40
met3: 24.34 / 812 / 15
met4: 28.94 / 46 / 7.4
met2: 65.94 / 4353 / 38
## cell families (layout without fill, tap and decap cells)
logic type,count (synthesis),in the layout,share of synthesized area (%)
AND-OR/OR-AND,2291,2291,36.68
XOR/XNOR,164,164,3.439
adder cells (fa/ha/maj),259,259,7.794
buffers and inverters,797,1403,8.124
flip-flops,276,276,13.23
multiplexers,418,418,10.31
other,1,40,0.008978
AND/OR/NAND/NOR,1824,1824,20.41
Power figures rest on the tool's default switching activity, not on a simulated workload.
